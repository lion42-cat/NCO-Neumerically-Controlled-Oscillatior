`/design/flow/design.v`:
```
`timescale 1ns / 1ps
module N_bit_adder(clk, rst, input1_in, input2_in, answer_out);
parameter N=32;  
input clk, rst;
input [N-1:0] input1_in, input2_in;
output [N-1:0] answer_out;
wire [N-1:0] input1, input2;
wire [N-1:0] answer;
wire carry_out;
wire [N-1:0] carry;
	dff input1_a(input1_in, clk, rst, input1);
	dff input2_a(input2_in, clk, rst, input2);
	genvar i;
	generate
	for(i=0; i<N; i=i+1)
	begin : generate_N_bit_Adder
		if(i==0)
		begin
		half_adder f(clk, rst, input1[0], input2[0], answer[0], carry[0]);
		end
		else
		full_adder f_i(clk, rst, input1[i], input2[i], carry[i-1], answer[i], carry[i]);
	end
	assign carry_out = carry[N-1];
	endgenerate
	assign answer_out = answer;
endmodule
`timescale 1ns / 1ps
module dff(d, clk, rst, q);
input clk, rst;
input [31:0] d;
output [31:0] q;
reg [31:0] q;
always @ (posedge clk or posedge rst) begin
	if (rst == 1'b1)
		q <= 32'b0;
	else 
		q <= d;
end
endmodule
`timescale 1ns / 1ps
module full_adder(clk, rst, x_in, y_in, c_in, s_out, c_out);
input clk, rst;
input x_in, y_in,c_in;
output s_out, c_out;
wire x, y, c_init;
reg s_out, c_out;
dff xx_f(x_in, clk, rst, x);
dff yy_f(y_in, clk, rst, y);
dff cc_f(c_in, clk, rst, c_init);
 always @ (posedge clk or posedge rst) 
	begin
		if (rst == 1'b1) 
			begin
			s_out <= 1'b0;
			c_out <= 1'b0;
			end
		else
			begin
			s_out <= (x^y)^c_init;
			c_out <= (y&c_init|(x&y)|(x&c_init));
			end
	end
endmodule 
`timescale 1ns / 1ps
module half_adder(clk, rst, x_in, y_in, s_out, c_out);
   input clk, rst;
   input x_in,y_in;
   output s_out,c_out;
   wire x,y;
   reg s_out,c_out;
   dff xx_h(x_in, clk, rst, x);
   dff yy_h(y_in, clk, rst, y);
	always @ (posedge clk or posedge rst) 
		begin
			if (rst == 1'b1) 
				begin
					s_out <= 0;
					c_out <= 0;
				end
			else
				begin
					s_out <= x^y;
					c_out <= x&y;
				end
		end
endmodule  
```
`/design/flow/run.sh`:
```
#!/bin/bash
# OpenROAD 26Q1-2900-gdf79404cd8, Yosys 0.63+post, stock flow scripts
make -C /OpenROAD-flow-scripts/flow DESIGN_CONFIG=/design/flow/config.mk WORK_HOME=/design/flow/orfs finish
```
`/design/flow/config.mk`:
```
export PLATFORM = sky130hd
export DESIGN_NAME = N_bit_adder
export DESIGN_NICKNAME = N_bit_adder
export VERILOG_FILES = /design/flow/design.v
export SDC_FILE = /design/flow/constraint.sdc
export NUM_CORES = 4
export LEC_CHECK = 1
export CORE_UTILIZATION = 50
```
`/design/flow/constraint.sdc`:
```
current_design N_bit_adder

set clk_period 1.3
set clk_io_pct 0.2

create_clock -name clk0 -period $clk_period [get_ports {clk}]

set non_clock_inputs [all_inputs -no_clocks]
set_input_delay [expr $clk_period * $clk_io_pct] -clock clk0 $non_clock_inputs
set_output_delay [expr $clk_period * $clk_io_pct] -clock clk0 [all_outputs]
```
==> out/results.ini <==
[run_status]
status=complete, no violations

[final_timing]
hold_slack_ns=0.189
rsz0062_at_grt=no
slew_headroom=0.879
final_hold_viol_count=0
worst_slew_pin_slew_ns=0.182
fin_skew_ns=0.00986
max_freq_mhz=795
fin_crit_sh=0.967
fin_crit_ns=1.26
drv_slew=0
setup-violations-final=0

[pwr]
switchingPower_mw=2.79
vdd_drop_max_uv=1120
powerDensity_mw_per_mm2=1760
p_int_mw=11.5
power_switching_share=0.195
power_mw=14.3
seq_power_share=0.537
p_leak_nw=3.66
p_clk_frac=0.411
p_comb_frac=0.051

[final_layout]
layout-drive-gt1-share=0.177
area_growth_pct=26.5
final_common_cell=dfrtp_1
lay_top_cells=dfrtp_1, clkdlybuf4s50_1, fa_1
final_util=0.648
design_area_sq_mm=0.00814

[global_route]
met1_usage=0.239
grt_util_met3=0.0346
grt_pass1_vias=2654
antenna_found_initial=0
grt_use_met2=0.195
top_usage_layer=met1
grt_pass1_wl_um=12900
grt_max_degree=36
grt_usage=0.137
overflow=0

[clock_network]
clock.latency.late_pin_ns=0.48
clockBufferDepth=3
postCtsSetupBuffers=0
cts-root-buf=clkbuf_16
clk_pin_slew_worst_paths_ns=0.06
cts.sinks=222
numCtsBuffers=22
h-tree-depth=1
cts_tree=built

[logic_synthesis]
top_area_frac=0.863
syn_avg_cell_area_sq_um=22.4
ys_warn_count=13
syn_area_sq_mm=0.00644
yosysChipArea_sq_mm=0.00644
ys_seq_share=0.863
synthCells=287
ys_types=6
area_leaders=dfrtp_1, fa_1, buf_4
top_area_cell=dfrtp_1
ys_cells=287
numSynthFlops=222

[critical_path]
crit_chain=clkdlybuf4s15_1
worst_setup_path_end_kind=output port
path_max_fanout=1
crit_path_start_kind=flip-flop
slowest_stage=dfrtp_1
required_ns=1.04
r2r_end=generate_N_bit_Adder[3].genblk1.f_i.s_out
crit_family=flip-flops
cp.arrival_ns=1.00
worstRegToRegCells=1
rrSetupSlack_ns=0.27
critPathKind=reg2out
r2r-start=generate_N_bit_Adder[3].genblk1.f_i.cc_f.q[0]
slowest_delay_ns=0.35
timing.critical_path.buf_inv=1

[placed_design]
portBuffers=97
placed_area_sq_mm=0.00757
hpwl_um=4750
gp_congestion=0.718

[flow_run]
drv_cap=0
warnings=26

[route]
dr.pass1.iters=2
wirelength_um=7590
drtAntennaViolNets=0
drt_iter0_markers=94
wl_per_cell_um=13.2
vias=2418
drc_errors=0
viasPerCell=4.22
antennaDiodeCount=0

[floorplan]
rows=41
fp_util=0.512
die_w_um=115
die_area_sq_mm=0.0133
dieHeight_um=115
coreArea_sq_mm=0.0126
boundaryPins=98

[worst_hold_path]
min_path_type=in2async

through the flow:
| stage | TNS [ns] | setup WS [ns] | instances |
|---|---|---|---|
| 2_1_floorplan | -412.04 | -1.86 | 287 |
| 3_3_place_gp | 0 | 0.181 | 534 |
| 3_5_place_dp | 0 | 0.174 | 534 |
| 4_1_cts | 0 | 0.000301 | 573 |
| 5_1_grt | 0 | 0.00169 | 573 |
| 6_report | 0 | 0.0429 | 573 |
worst min-delay path, stage by stage:
cell and delay [ns]:
clkdlybuf4s50_1 0.45, clkinvlp_4 0.13, buf_12 0.15
registers in the layout (all words and copies together) (netlist names):
register	cells
generate_N_bit_Adder.genblk1.f.c_out	1
generate_N_bit_Adder.genblk1.f.s_out	1
generate_N_bit_Adder.genblk1.f.xx_h.q	1
generate_N_bit_Adder.genblk1.f.yy_h.q	1
generate_N_bit_Adder.genblk1.f_i.c_out	30
generate_N_bit_Adder.genblk1.f_i.cc_f.q	31
generate_N_bit_Adder.genblk1.f_i.s_out	31
generate_N_bit_Adder.genblk1.f_i.xx_f.q	31
generate_N_bit_Adder.genblk1.f_i.yy_f.q	31
input1_a.q	32
input2_a.q	32
cells by family (layout without fill, tap and decap cells):
logic type               Yosys count  count (layout)  synth area share
flip-flops                       222             222             0.863
buffers and inverters             33             147            0.0379
adder cells (fa/ha/maj)           31              31            0.0953
XOR/XNOR                           1               1           0.00369
power by group through the flow:
stage                 Clock, mW  Sequential (mW)  Combinational, mW
after CTS                  6.13             7.72              0.813
final                      5.89             7.70              0.737
after global routing       6.39             7.77              0.871
metal layers:
| metal | share of wire | wire length [um] |
|---|---|---|
| met5 | 0 | 0 |
| met4 | 0.034 | 258 |
| met3 | 0.068 | 517 |
| met2 | 0.48 | 3610 |
| met1 | 0.42 | 3200 |
synthesized netlist by cell type:
master	number
dfrtp_1	222
buf_4	32
fa_1	30
ha_1	1
inv_1	1
xor3_1	1
worst max-delay path by stage:
stage,start,to,slack (ns),cells after the start
4_1_cts,generate_N_bit_Adder[3].genblk1.f_i.s_out,answer_out[3],0.0003,1
5_1_grt,generate_N_bit_Adder[16].genblk1.f_i.s_out,answer_out[16],0.002,1
6_report,generate_N_bit_Adder[26].genblk1.f_i.s_out,answer_out[26],0.04,1
final cells by class:
type / instances / area, sq um
Inverter: 1 / 7.51
Sequential cell: 222 / 5560
Multi-Input combinational cell: 32 / 637
Tap cell: 172 / 215
Clock buffer: 35 / 681
Fill cell: 847 / 4430
Clock inverter: 4 / 23.8
Timing Repair Buffer: 107 / 1020
repair_timing:
action                     CTS  global route
hold endpoints to repair     0             0
hold buffers                 0             0
setup endpoints to repair   32            12
gates resized               79            12
No activity file was given, so power comes from the tool's default toggle rates.
